==> design.v <==
module counter #(
    parameter MAX_COUNT = 128
) (
    input  wire clk,
    input  wire rst,
    output reg [7:0] Q
);
always @(posedge clk or posedge rst) begin
    if (rst)
        Q <= 8'd0;
    else if (Q == MAX_COUNT)
        Q <= 8'd0;
    else
        Q <= Q + 1;
end
endmodule
bind counter counter_sva bind_counter (.*);
module counter_sva(
    input logic        clk,
    input logic        rst,
    input logic [7:0]  Q
);
    property reset_clears_count;
        @(posedge clk)
        rst |=> (Q == 8'd0);
    endproperty
    assert property (reset_clears_count);
    property count_increments;
        @(posedge clk)
        disable iff (rst)
        (Q != 8'd128) |=> (Q == $past(Q) + 1);
    endproperty
    assert property (count_increments);
    property count_wraps;
        @(posedge clk)
        disable iff (rst)
        (Q == 8'd128) |=> (Q == 8'd0);
    endproperty
    assert property (count_wraps);
    cover property (
        @(posedge clk)
        disable iff (rst)
        (Q == 8'd128) ##1
        (Q == 8'd0)
    );
endmodule
==> run.sh <==
#!/bin/bash
# OpenROAD 26Q1-2900-gdf79404cd8, Yosys 0.63+post, stock flow scripts
make -C /OpenROAD-flow-scripts/flow DESIGN_CONFIG=/design/flow/config.mk WORK_HOME=/design/flow/orfs finish
==> config.mk <==
export PLATFORM = sky130hd
export DESIGN_NAME = counter
export DESIGN_NICKNAME = counter
export VERILOG_FILES = /design/flow/design.v
export SDC_FILE = /design/flow/constraint.sdc
export NUM_CORES = 4
export LEC_CHECK = 1
export CORE_AREA = 10 10 70 70
export DIE_AREA = 0 0 80 80
export SYNTH_HDL_FRONTEND = slang
==> constraint.sdc <==
current_design counter

set clk_period 1.4
set clk_io_pct 0.2

create_clock -name clk0 -period $clk_period [get_ports {clk}]

set non_clock_inputs [all_inputs -no_clocks]
set_input_delay [expr $clk_period * $clk_io_pct] -clock clk0 $non_clock_inputs
set_output_delay [expr $clk_period * $clk_io_pct] -clock clk0 [all_outputs]
==> GITHUB_STEP_SUMMARY <==
### Flow metrics

| Metric | Value |
|---|---|
| Run status | `finished, final reports clean` |
| Leakage | `0.321 nW` |
| Slack of the worst reg-to-reg path | `0.04 ns` |
| Gate power share | `1.8%` |
| Final Non-Filler Cells | `102` |
| I/O Buffers | `9` |
| Hold_buf cts | `0` |
| Least-Margin Pin Slew | `0.330 ns` |
| Antenna Violating Nets Remaining | `0` |
| Commonest Layout Cell | `buf_4` |
| DP HPWL | `669 µm` |
| R2R Path End | `Q[1]$_DFF_PP0_` |
| Yosys Chip Area | `390 µm²` |
| Critical Path Start Type | `flop` |
| Switching Share | `19.0%` |
| Syn avg cell area | `11.8 µm²` |
| Vias in the first global route | `346` |
| Post-synthesis register bit count | `8` |
| Die Footprint | `0.00640 mm²` |
| Gate Area | `179 µm²` |
| Cell count after placement | `90` |
| CTS H-tree lvls | `1` |
| First-pass GRT wire length | `1670 µm` |
| PwrDens | `624 mW/mm²` |
| Fillers | `378` |
| Worst path max stage delay | `0.37 ns` |
| Largest Register | `Q` |
| Post-Syn Area | `390 µm²` |
| R2R depth | `4` |
| Largest net degree at the start of global routing | `9` |
| N_diodes | `0` |
| Peak VDD IR | `0.339 mV` |
| Tally of unique sky130hd cells used after synthesis | `15` |
| Vias per cell | `3.29` |
| Worst Path Required | `1.52 ns` |
| I/O Pins | `10` |
| Die x size | `80 µm` |
| Clock power frac | `41.7%` |
| Storage element area | `200 µm²` |
| Crit Path Max Fanout | `4` |
| RR Startpoint | `Q[5]$_DFF_PP0_` |
| CTS Sinks | `8` |
| CTS root buf | `clkbuf_4` |
| Final Hold Fails | `0` |
| Critical path class | `reg -> reg` |
| All-Layer GR Usage | `3.27%` |
| CP max-delay cell | `dfrtp_1` |
| Hold slack final | `0.283 ns` |
| Max FFs per register | `8` |
| Floorplan utilization | `11.4%` |
| Initial antenna violation count | `0` |
| DRT Pass-1 Iters | `2` |
| Clk slew on worst S/H paths | `0.05 ns` |
| Endpoints failing setup | `0` |
| Sequential power share | `56.5%` |
| Per-cell routed wire length | `9.20 µm` |
| Layout cells sized above 1 | `32.1%` |
| OpenROAD warnings | `27` |
| Worst hold path type | `in -> async` |
| Synth Seq Share | `51.3%` |
| Max-cap violations | `0` |
| CTS buffer count | `3` |
| RD Place Congestion | `0.817` |
| Slew headroom | `77.9%` |
| Vias after detailed routing | `336` |
| Yosys cell count | `33` |
| Regs by FF count | `Q (8)` |
| Total global routing overflow | `0` |
| Final min period | `1.36 ns` |
| DRT Wirelength | `938 µm` |
| Internal power | `0.332 mW` |
| P_sw | `0.0781 mW` |
| Setup Skew | `0.00248 ns` |
| Area grow syn2layout | `68.3%` |
| Core Box Area | `0.00342 mm²` |
| Site row count | `21` |
| DRC viols | `0` |
| RSZ-0062 raised after global routing | `true` |
| Fin. max-slew vios | `0` |
| Max Fclk | `0.735 GHz` |
| Synth Instances | `33` |
| YS warnings | `0` |
| CTS tree | `built` |
| Clk latency late pin | `0.25 ns` |
| Crit path cell chain | `buf_4, or3_4, nor4_4, nor2b_1` |
| Tcrit/Tclk final | `97.2%` |
| Clock buffer depth | `2` |
| CP Capture Type | `flop` |
| 1st-iter DRT viols | `1` |
| Top Layout Cells | `10 x buf_4, 8 x dfrtp_1, 5 x xnor2_1, 5 x clkdlybuf4s50_1, 4 x dlymetal6s2s_1` |
| Die H | `80 µm` |
| Worst EP arrival | `1.48 ns` |
-- metrics by stage --
stage / util (%) / setup slack [ns] / power (mW) / TNS, ns / area (µm²)
after floorplan: - / 0.207 / 0.239 / 0 / 390
after global placement: 16.2 / 0.148 / 0.243 / 0 / 553
after detailed placement: 16.2 / 0.116 / 0.243 / 0 / 553
after CTS: 18.8 / 0.0157 / 0.421 / 0 / 643
after global routing: 19.2 / -0.0293 / 0.434 / -0.0858 / 657
final: 19.2 / 0.0385 / 0.410 / 0 / 657
-- worst max-delay path: cells and delay by family (launching register included) --
kind	cells	cell delay (ns)
buf+inv	1	0.14
simple gates	3	0.72
flops	1	0.37
-- cells by family after synthesis --
kind of cell / count (synthesis) / synth area share (%)
simple gates: 14 / 26.6
compound gates: 1 / 1.60
fa+ha+maj: 2 / 6.41
buf+inv: 3 / 2.88
xor+xnor: 5 / 11.2
flops: 8 / 51.3
-- how the worst max path moves through the flow --
stage | start | end | slack, ns | cells after the start
5_1_grt | Q[4]$_DFF_PP0_ | Q[2]$_DFF_PP0_ | -0.03 | 4
4_1_cts | Q[2]$_DFF_PP0_ | Q[2] | 0.02 | 1
6_report | Q[5]$_DFF_PP0_ | Q[1]$_DFF_PP0_ | 0.04 | 4
-- synth_stat cells --
cell	number	area [µm²]
nand4_1	2	12.5
nand2_1	3	11.3
ha_1	2	25.0
inv_1	3	11.3
and2_1	1	6.26
and4_2	1	10.0
nor2_1	2	7.51
nor4_4	1	21.3
a31oi_1	1	6.26
nor3b_2	1	12.5
xnor2_1	5	43.8
dfrtp_1	8	200
or3_4	1	11.3
nor2b_1	1	6.26
nand3_1	1	5.00
-- repair_timing --
action                                  4_1_cts  5_1_grt
gates resized                                 0        5
buffers inserted                              9        0
cloned                                        0        0
endpoints found under the setup margin        8        7
pin swaps                                     0        0
-- metal layers --
metal / global-route usage, % / up-vias / part of all wire, %
met5: 0 / - / 0
met2: 4.65 / 10 / 43
met4: 0.176 / 0 / 0.53
li1: - / 158 / -
met3: 2.05 / 2 / 8.0
met1: 4.28 / 166 / 48
-- final cells by class --
cell class | count | share of cell area (%)
Clock buffer | 3 | 3.43
Inverter | 3 | 1.71
Multi-Input combinational cell | 22 | 27.2
Sequential cell | 8 | 30.5
Tap cell | 46 | 8.76
Timing Repair Buffer | 20 | 28.4
-- power groups by stage --
stage                 logic [mW]  clock network, mW  registers (mW)
after CTS                0.00778              0.182           0.231
final                    0.00748              0.171           0.232
after global routing     0.00859              0.194           0.231
Power figures rest on the tool's default switching activity, not on a simulated workload.
